<file path="design/flow/design.v">
module i2c (
			 CLOCK,
			 I2C_SCLK,		 
			 I2C_SDAT,		 
			 I2C_DATA,		 
			 GO,      		 
			 END,    	    
			 W_R,     		 
			 ACK,     	    
			 RESET,
			 SD_COUNTER,
			 SDO
		   	);
	input 			 CLOCK;
	input 			 [23:0]I2C_DATA;	
	input 			 GO;
	input  			 RESET;	
	input  			 W_R;
 	inout  			 I2C_SDAT;
	output 			 I2C_SCLK;
	output			 END;	
	output 			 ACK;
	output	[5:0]	 SD_COUNTER;
	output 			 SDO;
	reg 			 SDO;
	reg 			 SCLK;
	reg 			 END;
	reg 	[23:0]	 SD;
	reg 	[5:0]	 SD_COUNTER;
wire I2C_SCLK = SCLK | ( ((SD_COUNTER >= 4) & (SD_COUNTER <= 30))? ~CLOCK :0 );
wire I2C_SDAT = SDO?1'bz:0 ;
reg ACK1,ACK2,ACK3;
wire ACK = ACK1 | ACK2 | ACK3;
always @(negedge RESET or posedge CLOCK ) 
	begin
		if (!RESET)
			begin
				SD_COUNTER = 6'b111111;
			end
		else begin
				if (GO == 0)
					begin
						SD_COUNTER = 0;
					end
				else begin
						if (SD_COUNTER < 6'b111111)
							begin
								SD_COUNTER = SD_COUNTER+1;
							end	
					 end		
			 end
	end
always @(negedge RESET or  posedge CLOCK ) 
	begin
		if (!RESET) 
			begin 
				SCLK = 1;
				SDO  = 1; 
				ACK1 = 0;
				ACK2 = 0;
				ACK3 = 0; 
				END  = 1; 
			end
		else
			begin
			if(!W_R)
			begin
			case (SD_COUNTER)
					6'd0  : begin 
								ACK1 = 0 ;
								ACK2 = 0 ;
								ACK3 = 0 ; 
								END  = 0 ; 
								SDO  = 1  ; 
								SCLK = 1  ;
							end
					6'd1  : begin 
								SD  = I2C_DATA;
								SDO = 0;
							end
					6'd2  : 	SCLK = 0;
					6'd3  : 	SDO = SD[23];
					6'd4  : 	SDO = SD[22];
					6'd5  : 	SDO = SD[21];
					6'd6  : 	SDO = SD[20];
					6'd7  : 	SDO = SD[19];
					6'd8  : 	SDO = SD[18];
					6'd9  :	SDO = SD[17];
					6'd10 : 	SDO = SD[16];	
					6'd11 : 	SDO = 1'b1; 
					6'd12  : begin 
								SDO  = SD[15]; 
								ACK1 = I2C_SDAT; 
							 end
					6'd13  : 	SDO = SD[14];
					6'd14  : 	SDO = SD[13];
					6'd15  : 	SDO = SD[12];
					6'd16  : 	SDO = SD[11];
					6'd17  : 	SDO = SD[10];
					6'd18  : 	SDO = SD[9];
					6'd19  : 	SDO = SD[8];	
					6'd20  : 	SDO = 1'b1; 
					6'd21  : begin 
								SDO  = SD[7]; 
								ACK2 = I2C_SDAT; 
							 end
					6'd22  : 	SDO = SD[6]; 
					6'd23  : 	SDO = SD[5]; 
					6'd24  :  
							SDO =  SD[4];  
					6'd25  : 	SDO = SD[3]; 
					6'd26  : 	SDO = SD[2]; 
					6'd27  : 	SDO = SD[1]; 
					6'd28  : 	SDO = SD[0];	
					6'd29  : 	SDO = 1'b1; 
					6'd30 : begin 
								SDO  = 1'b0;	
								SCLK = 1'b0; 
								ACK3 = I2C_SDAT; 
							end	
					6'd31 : 	SCLK = 1'b1; 
					6'd32 : begin 
								SDO = 1'b1; 
								END = 1; 
							end
					endcase		
					end
					else
					begin
					case (SD_COUNTER)
					6'd0  : begin 
								ACK1 = 0 ;
								ACK2 = 0 ;
								ACK3 = 0 ; 
								END  = 0 ; 
								SDO  = 1  ; 
								SCLK = 1  ;
							end
					6'd1  : begin 
								SD  = I2C_DATA;
								SDO = 0;
							end
					6'd2  : 	SCLK = 0;
					6'd3  : 	SDO = SD[23];
					6'd4  : 	SDO = SD[22];
					6'd5  : 	SDO = SD[21];
					6'd6  : 	SDO = SD[20];
					6'd7  : 	SDO = SD[19];
					6'd8  : 	SDO = SD[18];
					6'd9  :	SDO = SD[17];
					6'd10 : 	SDO = SD[16];	
					6'd11 : 	SDO = 1'b1; 
					6'd12  : begin 
								SDO  = SD[15]; 
								ACK1 = I2C_SDAT; 
							 end
					6'd13  : 	SDO = SD[14];
					6'd14  : 	SDO = SD[13];
					6'd15  : 	SDO = SD[12];
					6'd16  : 	SDO = SD[11];
					6'd17  : 	SDO = SD[10];
					6'd18  : 	SDO = SD[9];
					6'd19  : 	SDO = SD[8];	
					6'd20  : 	SDO = 1'b1; 
					6'd21  : begin 
								SDO  = SD[7]; 
								ACK2 = I2C_SDAT; 
							 end
					6'd22  : 	SDO = SD[6]; 
					6'd23  : 	SDO = SD[5]; 
					6'd24  :  
							SDO =  1;  
					6'd25  : 	SDO = SD[3]; 
					6'd26  : 	SDO = SD[2]; 
					6'd27  : 	SDO = SD[1]; 
					6'd28  : 	SDO = SD[0];	
					6'd29  : 	SDO = 1'b1; 
					6'd30 : begin 
								SDO  = 1'b0;	
								SCLK = 1'b0; 
								ACK3 = I2C_SDAT; 
							end	
					6'd31 : 	SCLK = 1'b1; 
					6'd32 : begin 
								SDO = 1'b1; 
								END = 1; 
							end
					endcase		
					end
	end
end	
endmodule
</file>
<file path="design/flow/run.sh">
#!/bin/bash
# OpenROAD 26Q1-2900-gdf79404cd8, Yosys 0.63+post, stock flow scripts
make -C /OpenROAD-flow-scripts/flow DESIGN_CONFIG=/design/flow/config.mk WORK_HOME=/design/flow/orfs finish
</file>
<file path="design/flow/config.mk">
export PLATFORM = sky130hd
export DESIGN_NAME = i2c
export DESIGN_NICKNAME = i2c
export VERILOG_FILES = /design/flow/design.v
export SDC_FILE = /design/flow/constraint.sdc
export NUM_CORES = 4
export LEC_CHECK = 1
export CORE_UTILIZATION = 30
</file>
<file path="design/flow/constraint.sdc">
current_design i2c

set clk_period 2.7
set clk_io_pct 0.2

create_clock -name clk0 -period $clk_period [get_ports {CLOCK}]

set non_clock_inputs [all_inputs -no_clocks]
set_input_delay [expr $clk_period * $clk_io_pct] -clock clk0 $non_clock_inputs
set_output_delay [expr $clk_period * $clk_io_pct] -clock clk0 [all_outputs]
</file>
==> impl_metrics.ini <==
; yosys + openroad results
[outcome]
status = completed

[yosys]
ys_seq_share_pct = 53.9
top_area_cell = edfxtp_1
top_area_share_pct = 40.6
synth-seq-cells = 33
postSynthAreaPerCell_um2 = 11.6
yosys.cell_types.count = 47
syn_inst = 153
async_flop_share_pct = 27.3
edf_count = 24
yosys_area_um2 = 1770
yosysWarnings = 2
ff_type = edfxtp_1
area_leaders = edfxtp_1, dfstp_2, ha_1
syn-cell-area_um2 = 1770
yosys_cells = 153

[pwr]
p_per_area_nw_per_um2 = 539
intPower_mw = 0.947
ir_drop_mv = 0.340
p_comb_share_pct = 12.5
clock_power_share_pct = 39.3
power_frac_seq_pct = 48.1
sw_frac_of_total_pct = 23.7
p_switching_mw = 0.293
p_leak_nw = 0.785

[die]
chip_area_um2 = 6230
coreArea_um2 = 5610
die-width_um = 78.9
initial_core_util_pct = 31.6
num_rows = 27
die_y_um = 78.9
ioPinCount = 39

[run]
maxCapViolCount = 0
tool_warnings = 31

[cts]
cts_tree = yes
cts_setup_buffers = 0
clkLatencyLatePin_ps = 390
cts_resized = 3
cts.clk_slew.worst_paths_ps = 70
hold_buffers = 0

[route]
antenna_cells = 0
drtIter0Drc = 111
viasPerCell = 5.13
antenna_left = 0
remaining_drc_errors = 0
num_vias = 1348
wl_per_cell_um = 14.0
routed_wl_um = 3680
dr.pass1.iters = 4

[global_route]
gr-usage-all-layers_pct = 13.1
top_usage_layer = met1
grt_pass1_vias = 1306
grt_pass1_wl_um = 6050
globalRouteMet1Util_pct = 19.6
overflow = 0
antenna_found_initial = 0
grt_util_met3_pct = 4.43
grt_max_degree = 25
grt_use_met2_pct = 19.4

[worst_setup_path]
endpoint_kind = output port
crit_type = clock port to output port
crit_required_ps = 2160
crit_path_start_kind = clock port
critPathArrivalTime_ps = 1970
worstPathMaxFanout = 2

[sta]
clock-skew-final_ps = 8.54
maxSlewViolCount = 0
setup_violations = 0
fin_ws_ps = 186
rsz0062_at_grt = false
fin_tns_setup_ps = 0
hold_violations = 0

[placement]
portBuffers = 36
place_ws_ps = 189
place_hpwl_um = 2370
gp_congestion = 0.813

[final_layout]
drive_above_1_share_pct = 15.2
areaGrowthSynthToFinish_pct = 29.5
final_cell_mix = clkdlybuf4s50_1, edfxtp_1, nand2_1, dfstp_2, clkbuf_8
num-fill-cells = 547
final_common_cell = clkdlybuf4s50_1

[worst_hold_path]
holdCritPathClass = register to register
flip-flops by register name (all words and copies together), names as in the netlist:
register    cells
SD             24
SD_COUNTER      6
END             1
SCLK            1
SDO             1
logic make-up after synthesis:
| logic type | synth area share [%] |
|---|---|
| simple gates | 16.6 |
| compound gates | 15.0 |
| flops | 53.9 |
| buf+inv | 6.77 |
| mux | 4.09 |
| fa+ha+maj | 2.82 |
| other cells | 0.211 |
| xor+xnor | 0.494 |
layout make-up:
cell class	instances	area [µm²]	area share [%]
Clock buffer	9	119	5.17
Multi-Input combinational cell	101	708	30.8
Tap cell	72	90.1	3.92
Inverter	5	18.8	0.817
Timing Repair Buffer	40	388	16.9
Sequential cell	33	957	41.6
Clock inverter	3	17.5	0.762
metal layers:
layer | vias to the layer above | share of wire (%)
met2 | 60 | 46
li1 | 648 | -
met1 | 636 | 45
met4 | 0 | 0.92
met5 | - | 0
met3 | 4 | 8.5
power by group through the flow:
stage | sequential (mW) | clock [mW] | combinational, mW
4_1_cts | 0.597 | 0.501 | 0.156
5_1_grt | 0.599 | 0.525 | 0.172
6_report | 0.597 | 0.488 | 0.155
cell usage after synthesis, types with 4 or more instances:
library cell  instances
and3_1                4
dfstp_2               9
nand2b_1              5
inv_1                 5
a21oi_1               7
a31oi_1               4
clkbuf_1              4
nor2_1                5
mux2i_1               5
edfxtp_1             24
nand2_1              12
buf_4                 5
nand3b_1              5
ha_1                  4
critical path, cell delays in order:
cell and delay (ps):
clkbuf_8 110, clkbuf_8 120, nor2_4 90, a21o_1 110, dlygate4sd2_1 190
stage by stage:
stage,utilization (%),std cells,power (mW),cell area (µm²),hold slack (ps)
after floorplan,-,154,0.685,1780,392
after global placement,38.6,252,0.767,2160,487
final,41.0,263,1.24,2300,494
after detailed placement,38.6,252,0.767,2160,484
after CTS,41.0,263,1.25,2300,495
after global routing,41.0,263,1.30,2300,522
worst paths after layout:
check                                    from       end  slack, ps  cells after the start
max in group asynchronous               RESET       SDO       1970                      2
worst min register to register           SCLK      SCLK        490                      2
min in group asynchronous               RESET       END        690                      2
worst max register to register  SD_COUNTER[0]       SDO        590                      7
worst min-delay path                     SCLK      SCLK        490                      2
worst max-delay path                    CLOCK  I2C_SCLK        190                      5
Power and IR drop assume default switching activity.
