==> design.v <==
module keytr2 (
				key,
				key1,
				ON,
				clock,
				KEYON,
				counter	
			 );
input	           key;
input           key1;
input	         clock;
output	           ON;
output           KEYON;
output  [9:0]  counter;
reg     [9:0]  counter;
reg              KEYON;
wire ON =((counter[9]==1) && (key==0))?0:1; 
always @(negedge ON or posedge clock) 
	begin
		if (!ON)
			begin
				counter=0;
			end 
		else if (counter[9]==0)
				begin
					counter=counter+1;
				end	
	end
always @(posedge clock) 
	begin
		if  ((counter>=1) && (counter <5))
			begin
				KEYON=0;
			end
		else begin	
				KEYON=1;
			 end
	end
reg [3:0] sw;
reg flag,D1,D2;
reg [15:0] delay;
always@(negedge clock)
begin
  if (flag)
     sw<={key,sw[3:1]};
end
assign falling_edge = (sw==4'b0011)?1'b1:1'b0;
always@(posedge clock,negedge key1)
begin
  if (!key1)
     flag<=1'b1;
  else if (delay==15'd4096) 
     flag<=1'b1;
  else if (falling_edge)
     flag<=1'b0;
end
always@(posedge clock)
begin
  if (!key)
     delay<=delay+1;
  else
     delay<=15'd0;
end
always@(negedge clock)
begin
  D1<=flag;
  D2<=D1;
end
endmodule	
==> run.sh <==
#!/bin/bash
# OpenROAD 26Q1-2900-gdf79404cd8, Yosys 0.63+post, stock flow scripts
make -C /OpenROAD-flow-scripts/flow DESIGN_CONFIG=/design/flow/config.mk WORK_HOME=/design/flow/orfs finish
==> config.mk <==
export PLATFORM = sky130hd
export DESIGN_NAME = keytr2
export DESIGN_NICKNAME = keytr2
export VERILOG_FILES = /design/flow/design.v
export SDC_FILE = /design/flow/constraint.sdc
export NUM_CORES = 4
export LEC_CHECK = 1
export CORE_AREA = 10 10 82 82
export DIE_AREA = 0 0 92 92
==> constraint.sdc <==
current_design keytr2

set clk_period 1.2
set clk_io_pct 0.2

create_clock -name clk0 -period $clk_period [get_ports {clock}]

set non_clock_inputs [all_inputs -no_clocks]
set_input_delay [expr $clk_period * $clk_io_pct] -clock clk0 $non_clock_inputs
set_output_delay [expr $clk_period * $clk_io_pct] -clock clk0 [all_outputs]
==> Changelog: implementation <==
## Implementation

* Min Hold Slack at 154.5 ps
* Die Wd at 92 um
* Wire per inst at 9.387 um
* Routing usage on met3 at 3.048%
* Busiest grt layer: met1
* Final Hold Viols at 0
* Worst slew pin tran at 186.6 ps
* Comb area at 286.5 um^2
* Initial Util at 10.21%
* CP arrival at 1030 ps
* Worst reg-to-reg path cell count at 5
* Vias/cell at 3.065
* Max-slew violations at 0
* Initial antenna violation count at 0
* Syn Area/Cell at 11.77 um^2
* Critical path startpoint category: flop
* Ant. Diodes at 0
* Final setup fails at 7
* DRC at 0
* I/O pin cnt at 15
* RSZ-0062 raised after global routing: true
* Synth top area share at 48.31%
* Worst-Skew Late Latency at 230 ps
* Vias in the first global route at 475
* Crit path kind: reg2out
* Post-Syn Area at 518.0 um^2
* GRT overflow at 0
* Largest cells by area: dfrtp_1 (48%), xnor2_1 (10%), ha_1 (7.2%), dfxtp_1 (3.9%), and3b_1 (3.4%)
* Crit path required time at 960 ps
* Cells after synthesis at 44
* Clock tree buffer depth at 2
* Relative slew margins at 87.47%
* Setup crit end kind: output pin
* Crit Reg-Reg Startpoint: counter[9]
* Final RePlAce weighted congestion at 0.7672
* CTS Sinks at 11
* Tmin final at 1267 ps
* Core area at 0.005075 mm^2
* Crit path from: counter[9]
* H-tree levels at 1
* Design Area, Final at 0.001033 mm^2
* Vias at 475
* Yosys cell types at 21
* PnR worst setup slack at -66.70 ps
* Tot GR Track Use at 3.537%
* Share of layout cells above drive strength 1 at 49.41%
* Die area at 0.008464 mm^2
* Post-CTS Hold Fix Bufs at 0
* Worst VDD drop at 306.1 uV
* PortBufs at 13
* 1st-iter DRT viols at 11
* Placed instance area at 798.3 um^2
* Clock skew at 0.8531 ps
* Failing checks: negative setup slack
* Fill cells at 551
* DRT Pass-1 Iters at 4
* Number of core rows at 26
* Hold WC Path Type: in2async
* Fmax at 0.7895 GHz
* Synth warn at 3
* Tcrit/Tclk final at 105.6%
* Post-synth regs at 11
* Final Total Pwr at 739.1 uW
* Post-DP HPWL at 968 um
* Synthesis-to-finish area growth at 99.52%
* Flop area at 271.5 um^2
* Clk root buf: clkbuf_8
* Largest net degree at the start of global routing at 11
* Synth area leader: dfrtp_1
* Met2 Use GR at 4.412%
* FF-to-FF End: counter[6]
* Tool warnings at 30
* Status: complete, but fails checks
* Post-Route WL at 1.455 mm
* Yosys stat chip area at 518.0 um^2
* Post-layout util at 20.36%
* Clock slew at reported path FFs at 50 ps
* Die Ht at 92 um
* Register share after synthesis at 52.17%
* Leak at 0.4763 nW
* Crit path max fanout at 2
* R2R setup slack at -50 ps
* PD cells at 715.1 mW/mm^2
* TritonCTS buffer count at 3
* # Cells Yosys at 44
* CTS tree: done
* Max Cap Viol at 0
* Met1 Use GR at 4.717%
* CP Capture Point: ON
* Pre-CTS setup slack at -361.8 ps
* First-pass GRT wire length at 2.401 mm
* Post-route ant nets at 0
## cell usage after synthesis (all sizes together)
cell     n
dfrtp   10
xnor2    6
ha       3
and3b    2
inv      2
nand2    2
nand2b   2
nand3    2
nor2     2
xor2     2
a41o     1
and3     1
and4     1
buf      1
dfxtp    1
mux2     1
mux2i    1
nand4    1
nand4b   1
nor3     1
nor4     1
## layout by cell type (no fill, tap or decap), drive strengths merged
cell type,instances
buf,27
dlygate4sd2,11
dfrtp,10
xnor2,6
clkbuf,4
ha,3
nand2,2
nor2,2
xor2,2
and3b,2
nand3,2
inv,2
nand2b,2
dfxtp,1
and4,1
nand4b,1
nand4,1
nor4,1
nor3,1
mux2i,1
and3,1
a41o,1
mux2,1
## kinds of logic (layout without fill, tap and decap cells)
logic type / after synthesis / after routing / synth area share, %
AOI/OAI and AO/OA: 1 / 1 / 1.932
xor gates and xnor gates: 8 / 8 / 13.53
adders and majority gates: 3 / 3 / 7.247
buffers and inverters: 3 / 44 / 2.415
DFF: 11 / 11 / 52.17
muxes: 2 / 2 / 4.106
and+or+nand+nor: 16 / 16 / 18.60
## flip-flops by register name (all words and copies together), names as in the netlist
name and cells:
KEYON 1, counter 10
## critical path, cell delays in order, from the launching register on
cell and delay (ps):
dfrtp_1 390, buf_4 150, nand2b_4 60, dlygate4sd2_1 200
## metrics by stage
step,std cells,setup TNS (ps)
global route,155,-718.1
global placement,135,-371.7
CTS,152,-135.9
finish,155,-216.5
detailed placement,135,-389.1
floorplan,44,0
## layer usage
layer	share of wire [%]	vias up	routed length, um
li1	-	235	-
met1	46	220	675
met2	36	20	519
met3	18	0	260
met4	0	0	0
met5	0	-	0
## worst min path at each step
stage | startpoint | end | slack (ps)
4_1_cts | key | counter[0] | 180
5_1_grt | key | counter[7] | 190
6_report | key | counter[7] | 150
## power by group
group	switching [mW]	internal, mW	total [mW]
clock	0.131	0.233	0.364
sequential	0	0.372	0.372
combinational	0.000591	0.00308	0.00367
total	0.132	0.607	0.739
## cell type report
type	count	share of cell area, %
well taps	70	8.475
flip-flops and latches	11	26.27
multi-input cells	30	27.72
inverters	2	0.9685
clock buffers	4	4.358
repair buffers	38	32.20
## timing repair
item / 4_1_cts / 5_1_grt
resized: 26 / 13
endpoints found under the setup margin: 14 / 10
pin swaps: 7 / 5
buffers inserted: 13 / 3
Power and IR drop assume default switching activity.
