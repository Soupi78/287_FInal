==> /design/flow/design.v <==
module CLOCK_500 (
	              CLOCK,
 	              CLOCK_500,
	              DATA,
	              END,
	              RESET,
	              GO,
	              CLOCK_2
                 );
	input  		 	CLOCK;
	input 		 	END;
	input 		 	RESET;
	output		    CLOCK_500;
	output 	[23:0]	DATA;
	output 			GO;
	output 			CLOCK_2;
	reg  	[10:0]	COUNTER_500;
	reg  	[15:0]	ROM[6'd8:0];
	reg  	[15:0]	DATA_A;
	reg  	[5:0]	address;
wire  CLOCK_500=COUNTER_500[9];
wire  CLOCK_2=COUNTER_500[1];
wire [23:0]DATA={8'h34,DATA_A};	
wire  GO =((address <= 6'd8) && (END==1))? COUNTER_500[10]:1;
always @(negedge RESET or posedge END) 
	begin
		if (!RESET)
			begin
				address=0;
			end
		else if (address <= 6'd8)
				begin
					address=address+1;
				end
	end
reg [4:0] vol;
wire [6:0] volume;
always @(posedge RESET) 
	begin
		vol=vol+5;
	end
assign volume = vol+96;
always @(posedge END) 
	begin
		ROM[0] = 16'h0c00;	    			  
		ROM[1] = 16'h0ec2;	   		     
		ROM[2] = 16'h0838;	    			  
		ROM[3] = 16'h1000;					  
		ROM[4] = 16'h0017;					  
		ROM[5] = 16'h0217;					  
		ROM[6] = {8'h04,1'b0,volume[6:0]}; 
		ROM[7] = {8'h06,1'b0,volume[6:0]}; 
		ROM[6'd8]= 16'h1201;          
		DATA_A=ROM[address];
	end
always @(posedge CLOCK ) 
	begin
		COUNTER_500=COUNTER_500+1;
	end
endmodule
==> /design/flow/run.sh <==
#!/bin/bash
# OpenROAD 26Q1-2900-gdf79404cd8, Yosys 0.63+post, stock flow scripts
make -C /OpenROAD-flow-scripts/flow DESIGN_CONFIG=/design/flow/config.mk WORK_HOME=/design/flow/orfs finish
==> /design/flow/config.mk <==
export PLATFORM = sky130hd
export DESIGN_NAME = CLOCK_500
export DESIGN_NICKNAME = CLOCK_500
export VERILOG_FILES = /design/flow/design.v
export SDC_FILE = /design/flow/constraint.sdc
export NUM_CORES = 4
export LEC_CHECK = 1
export CORE_UTILIZATION = 30
==> /design/flow/constraint.sdc <==
current_design CLOCK_500

set clk_period 2.4
set clk_io_pct 0.2

create_clock -name clk0 -period $clk_period [get_ports {CLOCK}]
create_clock -name clk1 -period $clk_period [get_ports {END}]
create_clock -name clk2 -period $clk_period [get_ports {RESET}]

set non_clock_inputs [all_inputs -no_clocks]
set_input_delay [expr $clk_period * $clk_io_pct] -clock clk0 $non_clock_inputs
set_output_delay [expr $clk_period * $clk_io_pct] -clock clk0 [all_outputs]
==> flow.log <==
[flow] collecting metrics
INFO  metric outcome = finished with violations
INFO  metric violations = negative hold slack
INFO  metric leakage = between 0.7 and 0.8 nW
INFO  metric worst_ir_drop_vdd = ~0.00044 V
INFO  metric area_of_the_core = 4440 sq um
INFO  metric post-place-ws = around 200 ps
INFO  metric die_y = slightly above 70 microns
INFO  metric worstPathRequired = ~1900 ps
INFO  metric flow.area_growth_from_synthesis = 28.8%
INFO  metric cp_slowest_stage_delay = between 400 and 500 ps
INFO  metric setup.reg_to_reg.worst_slack = 750 ps
INFO  metric synthesis.area = between 1000 and 1500 sq um
INFO  metric p_total = about 1.5 mW
INFO  metric grt_resource_usage_total = 0.103
INFO  metric drt_iter0_drc = between 90 and 100
INFO  metric yosys_most_used_dff = sky130_fd_sc_hd__dfxtp_1
INFO  metric fp.dieW = slightly above 70 microns
INFO  metric yosys_warnings = 2
INFO  metric num_rows = 24
INFO  metric final.hold.worst_slack = -455 ps
INFO  metric crit-reg2reg-capture = address[1]
INFO  metric drc_errors = 0
INFO  metric clk_transition_reported_paths = about 70 ps
INFO  metric synth-async-reset-ratio = 0.176
INFO  metric firstDrtPassIters = 6
INFO  metric wl = between 2000 and 2500 microns
INFO  metric grt_antenna_before_repair = 0
INFO  metric ys_chip_area = between 1000 and 1500 sq um
INFO  metric post_cts_hold_buffer_count = 0
INFO  metric place.port_buffers = 15
INFO  metric start_of_the_worst_register_to_register_path = address[1]
INFO  metric final-hold-violation-count = 6
INFO  metric finalClockSkew = about 7.0 ps
INFO  metric detailed_place.area = between 1500 and 2000 sq um
INFO  metric enable_flop_cells = 0
INFO  metric post_synthesis_cell_type_with_the_largest_combined_area = sky130_fd_sc_hd__dfxtp_1
INFO  metric hpwl = 1570 microns
INFO  metric overflow = 0
INFO  metric ant_nets = 0
INFO  metric ys_cells = about 140
INFO  metric warning_total_across_the_stage_logs = 32
INFO  metric vias = about 950
INFO  metric synth_top_cell_by_count = sky130_fd_sc_hd__dfxtp_1
INFO  metric number_of_global_route_vias_before_repair = 994
INFO  metric synth.lib_cells_used.distinct = 35
INFO  metric timing_max_transition_violations_final = 0
INFO  metric worst_setup_path_start_kind = register
INFO  metric crit_slowest_cell = sky130_fd_sc_hd__dfrtp_1
INFO  metric path_class = reg -> out
INFO  metric grt_start_max_net_pins = 15
INFO  metric synth-seq-cells = 34
INFO  metric gp_routability_congestion = about 0.81
INFO  metric vias_per_cell = between 4 and 5
INFO  metric cts_tree = yes
INFO  metric sequential_cell_area_fraction_in_the_yosys_report = 0.499
INFO  metric io_pins = 30
INFO  metric synth_top_area_share = 0.394
INFO  metric yosys-top-cells-count = sky130_fd_sc_hd__dfxtp_1, sky130_fd_sc_hd__buf_4, sky130_fd_sc_hd__nor2_1
INFO  metric design_area = 1830 sq um
INFO  metric design.die.area = a little over 5000 sq um
INFO  metric diodes = 0
INFO  metric syn-mean-instance-area = approximately 11 sq um
INFO  metric fp_util = 0.320
INFO  metric wire_length_of_the_first_global_routing_pass = 3970 microns
INFO  metric setup_tns = 0 ps
INFO  metric max_cap_violations = 0
INFO  metric hold_class = clk -> async
INFO  metric critical_path.endpoint_type = output port
INFO  metric synth.area.top_cells = sky130_fd_sc_hd__dfxtp_1, sky130_fd_sc_hd__dfrtp_1, sky130_fd_sc_hd__buf_4
INFO  metric ff2ff_path_depth = 6
INFO  metric setup_slack = between 100 and 150 ps
INFO  metric finalSetupViolations = 0
INFO  metric critPathMaxFanout = 5
INFO  metric worstPathArrival = between 1500 and 2000 ps
INFO  metric critical_path.cell_chain = inv_1 > ha_2 > nand2b_4 > a211oi_4 > nand3b_1 > dlygate4sd2_1
INFO  metric unrepaired_setup_endpoints_after_global_routing = false
INFO  metric fraction_of_final_layout_cells_with_drive_strength_greater_than_1 = 0.169
INFO  metric power_per_cell_area = approximately 810 nW/um^2
INFO  metric wl_cell = 10.8 microns
INFO  metric post_synth_inst_count = between 100 and 150
## worst max-delay path: cells and delay by family, from the launching register on
kind	cells	cell delay (ps)
buf+inv	2	380
flops	1	430
compound gates	1	220
simple gates	2	170
fa+ha+maj	1	220
## layer usage
metal,vias to the layer above,GRT usage,part of all wire
li1,484,-,-
met1,431,0.121,0.45
met2,30,0.145,0.46
met3,8,0.0636,0.065
met4,0,0.0600,0.029
met5,-,0,0
## report_power, final
| group | internal, mW | total (mW) | leakage [nW] | switching (mW) |
|---|---|---|---|---|
| registers | 0.565 | 0.565 | 0.309 | 0 |
| clock network | 0.641 | 0.924 | 0.130 | 0.283 |
| logic | 0 | 0.000613 | 0.338 | 0.000612 |
## stage by stage
step            util  std cells
6_report       0.413        218
5_1_grt        0.413        218
4_1_cts        0.413        218
3_5_place_dp   0.356        198
3_3_place_gp   0.356        198
2_1_floorplan      -        145
## final cells by class
type	count	area [sq um]
Sequential cell	34	711
Timing Repair Buffer	17	163
Clock buffer	20	250
Tap cell	52	65.1
Fill cell	428	2610
Inverter	8	30.0
Multi-Input combinational cell	87	616
## timing repair
action / 4_1_cts / 5_1_grt
setup endpoints to repair: 2 / 0
hold endpoints to repair: 0 / 0
buffers inserted: 1 / 0
gates resized: 3 / 0
## flip-flops by register name, indices dropped and copies added (netlist names)
name         flops
address          6
COUNTER_500     11
DATA_A          12
vol              5
## cells by family after synthesis
| logic type | synth area share |
|---|---|
| xor+xnor | 0.0861 |
| buf+inv | 0.0967 |
| mux | 0.0105 |
| fa+ha+maj | 0.0615 |
| flops | 0.499 |
| simple gates | 0.148 |
| compound gates | 0.0932 |
| other cells | 0.00527 |
## layout by cell type (no fill, tap or decap), types with 7 or more instances in the layout
master / Yosys / layout
sky130_fd_sc_hd__dfxtp_1: 28 / 28
sky130_fd_sc_hd__inv_1: 8 / 7
sky130_fd_sc_hd__nor2_1: 9 / 9
sky130_fd_sc_hd__clkbuf_8: 0 / 17
sky130_fd_sc_hd__xnor2_1: 8 / 8
sky130_fd_sc_hd__clkdlybuf4s50_1: 0 / 14
sky130_fd_sc_hd__conb_1: 2 / 12
sky130_fd_sc_hd__nor3_1: 7 / 7
## how the worst max path moves through the flow
stage / endpoint / startpoint / cells past startpoint
final: GO / address[1] / 6
after CTS: GO / address[1] / 6
after global routing: GO / address[1] / 6
Power is estimated from default activity; no workload was simulated.
